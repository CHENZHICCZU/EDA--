===== run.sh =====
#!/bin/bash
# OpenROAD 26Q1-2900-gdf79404cd8, Yosys 0.63+post, stock flow scripts
make -C /OpenROAD-flow-scripts/flow DESIGN_CONFIG=/design/flow/config.mk WORK_HOME=/design/flow/orfs finish

===== config.mk =====
export PLATFORM = sky130hd
export DESIGN_NAME = IntersectionTrafficLight
export DESIGN_NICKNAME = IntersectionTrafficLight
export VERILOG_FILES = /design/flow/design.v
export SDC_FILE = /design/flow/constraint.sdc
export NUM_CORES = 4
export LEC_CHECK = 1
export CORE_AREA = 10 10 87 87
export DIE_AREA = 0 0 97 97

===== constraint.sdc =====
current_design IntersectionTrafficLight

set clk_period 2.3
set clk_io_pct 0.2

create_clock -name clk0 -period $clk_period [get_ports {clk}]

set non_clock_inputs [all_inputs -no_clocks]
set_input_delay [expr $clk_period * $clk_io_pct] -clock clk0 $non_clock_inputs
set_output_delay [expr $clk_period * $clk_io_pct] -clock clk0 [all_outputs]

===== design.v =====
module IntersectionTrafficLight (
  input wire clk,     
  input wire reset,   
  output wire left_turn_a,   
  output wire green_a,       
  output wire yellow_a,      
  output wire red_a,         
  output wire left_turn_b,   
  output wire green_b,       
  output wire yellow_b,      
  output wire red_b          
);
  reg [2:0] state_a;     
  reg [2:0] state_b;     
  reg counter_yellow_a;
  reg counter_yellow_b;
  reg [4:0] countdown_a;   
  reg [4:0] countdown_b;   
  parameter IDLE = 3'b000;         
  parameter LEFT_TURN = 3'b001;    
  parameter YELLOW = 3'b010;       
  parameter GREEN = 3'b011;        
  parameter RED = 3'b100;          
  always @(posedge clk or posedge reset) begin
    if (reset) begin
      state_a <= IDLE;           
      countdown_a <= 0;          
      state_b <= IDLE;           
      countdown_b <= 0;          
      counter_yellow_a<=0;
      counter_yellow_b<=0;
    end else begin
      case (state_a)
        IDLE: begin
          if (countdown_a == 0) begin
            state_a <= LEFT_TURN;   
            countdown_a <= 15;      
          end else begin
            countdown_a <= countdown_a - 1;
          end
        end
        LEFT_TURN: begin
          if (countdown_a == 0) begin
            state_a <= YELLOW;      
            countdown_a <= 5;       
          end else begin
            countdown_a <= countdown_a - 1;
          end
        end
        YELLOW:
        if(!counter_yellow_a) begin
          if (countdown_a == 0) begin
            state_a <= GREEN;       
            countdown_a <= 40;      
            counter_yellow_a<=~counter_yellow_a;
          end 
          else begin  
            countdown_a <= countdown_a - 1;
          end
          end
          else begin
          if (countdown_a == 0) begin
            state_a <= RED;       
            countdown_a <= 55;      
          end else begin
            countdown_a <= countdown_a - 1;
          end
        end
        GREEN: begin
          if (countdown_a == 0) begin
            state_a <= YELLOW;      
            countdown_a <= 5;       
          end else begin
            countdown_a <= countdown_a - 1;
          end
        end
        RED: begin
          if (countdown_a == 0) begin
            state_a <= IDLE;        
            countdown_a <= 55;      
          end else begin
            countdown_a <= countdown_a - 1;
          end
        end
      endcase
      case (state_b)
        IDLE: begin
          if (countdown_b == 0) begin
            state_b <= RED;   
            countdown_b <=65;      
            counter_yellow_b<=0;
          end else begin
            countdown_b <= countdown_b - 1;
          end
        end
        LEFT_TURN: begin
          if (countdown_b == 0) begin
            state_b <= YELLOW;      
            countdown_b <=5; 
          end else begin
            countdown_b <= countdown_b - 1;
          end
        end
        YELLOW: 
        if(!counter_yellow_b)
        begin
          if (countdown_b == 0) begin
            state_b <= GREEN;       
            countdown_b <= 30;      
            countdown_b<=~countdown_b;  
          end else begin
            countdown_b <= countdown_b - 1;
          end
        end 
        else begin 
          if (countdown_b == 0) begin
            state_b <= IDLE;       
            countdown_b <= 0;      
          end else begin
            countdown_b <= countdown_b - 1;
          end
        end
        GREEN: begin
          if (countdown_b == 0) begin
            state_b <= YELLOW;      
            countdown_b <= 5 ;       
          end else begin
            countdown_b <= countdown_b - 1;
          end
        end
        RED: begin
          if (countdown_b == 0) begin
            state_b <= LEFT_TURN;        
            countdown_b <= 15;      
          end else begin
            countdown_b <= countdown_b - 1;
          end
        end
      endcase
    end
  end
  assign left_turn_a = (state_a == LEFT_TURN) ? 1'b1 : 1'b0;
  assign green_a = (state_a == GREEN) ? 1'b1 : 1'b0;
  assign yellow_a = (state_a == YELLOW) ? 1'b1 : 1'b0;
  assign red_a = (state_a == RED) ? 1'b1 : 1'b0;
  assign left_turn_b = (state_b == LEFT_TURN) ? 1'b1 : 1'b0;
  assign green_b = (state_b == GREEN) ? 1'b1 : 1'b0;
  assign yellow_b = (state_b == YELLOW) ? 1'b1 : 1'b0;
  assign red_b = (state_b == RED) ? 1'b1 : 1'b0;
endmodule

==> Flow_metrics.wiki <==
== Run summary ==
{| class="wikitable"
! Metric !! Value
|-
| CTS Hold Buffers Added || 0
|-
| Critical path endpoint category || flop
|-
| Portion of total power attributed to combinational logic || 1.6%
|-
| Switching power total || 124 uW
|-
| Wire length of the first global-routing pass || ~3.9 mm
|-
| Shortest period the worst path allows || 2.01 ns
|-
| H-Tree Depth || 1
|-
| Number of synthesis warnings || 1
|-
| Clock Skews || 0.00102 ns
|-
| Iteration-0 DRC count of the detailed router || 39
|-
| Adder-cell share of the synthesized area || 2.36%
|-
| Post-layout period usage of the worst path || between 80% and 90%
|-
| Kind of cell adding the most delay to the critical path || simple AND/OR/NAND/NOR gates
|-
| Post-synth area from yosys stat || 0.00106 sq mm
|-
| Number of flip-flops and latches in the synthesized netlist || 21
|-
| Initial antenna violation count || 0
|-
| Highest-delay cell along the critical path || sky130_fd_sc_hd__or4_4
|-
| Post-CTS Setup Inserts || 0
|-
| Portion of total power attributed to the clock network || 38.8%
|-
| Number of stages on the worst hold path || 1
|-
| Layout Utilization || 23.0%
|-
| Filler-free cell count of the finished design || 191
|-
| Clock Path Buffers || 2
|-
| Switching portion of total power || 20.1%
|-
| Core utilization at floorplan || 18.8%
|-
| DRC viols || 0
|-
| Multiplexer share of the synthesized area || 4.26%
|-
| Setup TNS || 0 ns
|-
| PostCTS Resize Cnt || 0
|-
| Dominant non-sequential cell family after synthesis || simple AND/OR/NAND/NOR gates
|-
| Cell row count || 27
|-
| Root buffer cell || sky130_fd_sc_hd__clkbuf_8
|-
| Half-perimeter wire length after detailed placement || 1.48 mm
|-
| Number of buffers created by CTS || 3
|-
| Sequential element share of the synthesized area || 49.9%
|-
| Yosys simple share || a little under a quarter
|-
| Number of standard cells after synthesis || 106
|-
| Number of failing hold endpoints at the final stage || 0
|-
| Main area contributors after synthesis || sky130_fd_sc_hd__dfrtp_1 45%, sky130_fd_sc_hd__dfstp_2 5.0%, sky130_fd_sc_hd__nand2_1 5.0%
|-
| Vias per cell || 4.36
|-
| Vias after detailed routing || 833
|-
| Buffer and inverter count on the worst path || 1
|-
| Req. time, crit path || about 2.5 ns
|-
| R2R cell count || 5
|-
| Count of library flops with an enable pin || 0
|-
| Portion of synthesized cell area occupied by the leading cell type || 44.9%
|-
| Slew of the pin with the lowest slew margin || approximately 0.43 ns
|-
| Power per standard cell area || 477 mW/mm^2
|-
| Status || finished clean
|-
| Number of cells in the design after placement || roughly 190
|-
| R2R Setup Slk || 0.29 ns
|-
| Routed length per instance || between 10 and 15 um
|-
| Diodes inserted || 0
|-
| Final WL || approximately 2.1 mm
|-
| Max Freq || 0.498 GHz
|-
| Setup repair after global routing missed its margin || false
|-
| Clk pin slew, worst setup/hold paths || 0.08 ns
|-
| Die Y-Extent || approximately 97 um
|-
| Worst supply voltage drop on vdd || 0.000296 V
|-
| Average instance area after synthesis || 9.99 sq um
|-
| Cell breakdown of the critical path || inv_1, ha_1, or4b_1, or4_4, a32o_1
|-
| Count of endpoints failing setup in the final report || 0
|-
| Clock tree from TritonCTS || done
|-
| Xor and xnor area share after synthesis || 0%
|-
| Via count of the first global-routing pass || ~800
|-
| Setup crit start kind || flop
|-
| Cell-internal power || 495 uW
|-
| Post-synthesis cell area || 0.00106 sq mm
|-
| Critical-path maximum fanout || 4
|-
| Number of maximum-capacitance constraint violations || 0
|-
| Hold Path Class || reg2reg
|-
| Worst slew margin || 71.0%
|-
| Library cell occupying the most area in the post-synthesis netlist || sky130_fd_sc_hd__dfrtp_1
|-
| Number of buffers inserted by port buffering || 9
|-
| AND-OR/OR-AND Cells, Area Fraction || 16.5%
|-
| Clock sinks || 21
|-
| Static Leakage || 0.000589 uW
|-
| Flop pwr share || between 50% and 60%
|-
| FFs w/ async S/R, synth || 100%
|-
| Worst Min Path Start || counter_yellow_a$_DFFE_PP0P_
|-
| Pin count of the biggest net entering global routing || 22
|-
| Sink of the worst hold path || counter_yellow_a$_DFFE_PP0P_
|-
| Startpoint of the most critical register-to-register path || countdown_a[0]$_DFFE_PP0P_
|-
| Total congestion overflow after global routing || 0
|-
| 1st-pass router iterations || 4
|-
| Fraction of layout cells with a size suffix above 1 || 16.0%
|-
| Number of cell instances after yosys synthesis || 106
|-
| Reg-to-reg critical path endpoint || countdown_a[2]$_DFFE_PP0P_
|-
| Global-route total usage across every layer || between 4 and 5%
|-
| Dominant Register Cell || sky130_fd_sc_hd__dfrtp_1
|-
| Insertion delay of the later-clocked pin in the worst-skew pair || around 0.25 ns
|-
| Largest incremental delay on the critical path || about 0.53 ns
|-
| Chip Width || approximately 97 um
|-
| Die Size || 0.00941 sq mm
|-
| Type of the worst setup path || reg2reg
|-
| Num ports || 10
|-
| Synth cell types || 36
|-
| Routability-driven placement congestion ratio || 0.852
|-
| Core region area || approximately 0.0056 sq mm
|-
| Count of pins over their slew limit || 0
|-
| Count of antenna-violating nets left after detailed routing || 0
|-
| Total power consumption of the routed design || 620 uW
|-
| OpenROAD warnings || 25
|-
| Layout overhead on the synthesized area || 22.6%
|-
| Arrival time of data at the critical path endpoint || 2.16 ns
|}
[routing by layer]
metal / part of all wire (%) / global-route usage, % / vias to the layer above / routed length, um
met5: 0 / 0 / - / 0
met4: 0.62 / 0.564 / 0 / 13
met3: 7.8 / 2.15 / 2 / 164
met2: 40 / 6.39 / 21 / 836
met1: 52 / 6.70 / 396 / 1090
li1: - / - / 414 / -
[metrics by stage]
step	worst slack, ns	hold WS [ns]	area (sq um)
4_1_cts	0.287	0.508	1300
2_1_floorplan	0.238	0.435	1060
3_5_place_dp	0.299	0.491	1250
5_1_grt	0.170	0.539	1300
3_3_place_gp	0.324	0.487	1250
6_report	0.290	0.505	1300
[synth_stat cells (3+ instances only)]
cell type	instances
sky130_fd_sc_hd__or4_1	3
sky130_fd_sc_hd__nand2_1	14
sky130_fd_sc_hd__clkbuf_1	3
sky130_fd_sc_hd__mux2_2	4
sky130_fd_sc_hd__nor2_1	7
sky130_fd_sc_hd__dfrtp_1	19
sky130_fd_sc_hd__o211ai_1	4
sky130_fd_sc_hd__a21oi_1	4
sky130_fd_sc_hd__o21ai_0	4
sky130_fd_sc_hd__nor3_1	5
sky130_fd_sc_hd__inv_1	6
[worst register-to-register path, cell delays in order, from the launching register on]
cell and delay, ns:
sky130_fd_sc_hd__dfrtp_1 0.41, sky130_fd_sc_hd__inv_1 0.07, sky130_fd_sc_hd__ha_1 0.18, sky130_fd_sc_hd__or4b_1 0.47, sky130_fd_sc_hd__or4_4 0.53, sky130_fd_sc_hd__a32o_1 0.25
[cell families after synthesis]
kind of cell,Yosys count
compound gates,24
fa+ha+maj,2
buf+inv,10
flops,21
mux,4
simple gates,45
[power by group through the flow]
| stage | sequential [uW] | combinational (uW) | clock [uW] |
|---|---|---|---|
| after CTS | 369 | 10.9 | 254 |
| after global routing | 369 | 12.0 | 271 |
| final | 369 | 10.0 | 240 |
[layout make-up]
type	count	area, sq um
fill	600	4340
sequential	21	528
multi-input combinational	75	492
timing repair buffer	13	120
tap	72	90.1
clock buffer	4	45.0
inverter	6	22.5
[layout by cell type, fill, tap and decap left out, types with 2 or more instances in the layout]
cell                              Yosys  final
sky130_fd_sc_hd__ha_1                 2      2
sky130_fd_sc_hd__nor2_1               7      7
sky130_fd_sc_hd__nand3_1              2      2
sky130_fd_sc_hd__nor3_1               5      5
sky130_fd_sc_hd__or4_1                3      3
sky130_fd_sc_hd__or2_2                2      2
sky130_fd_sc_hd__o2bb2ai_1            2      2
sky130_fd_sc_hd__o211ai_1             4      4
sky130_fd_sc_hd__dfrtp_1             19     19
sky130_fd_sc_hd__nor2b_1              2      2
sky130_fd_sc_hd__buf_4                0      4
sky130_fd_sc_hd__o21ai_0              4      4
sky130_fd_sc_hd__inv_1                6      6
sky130_fd_sc_hd__clkbuf_8             0      3
sky130_fd_sc_hd__mux2_2               4      4
sky130_fd_sc_hd__nand2_1             14     14
sky130_fd_sc_hd__a21oi_1              4      4
sky130_fd_sc_hd__dfstp_2              2      2
sky130_fd_sc_hd__clkdlybuf4s50_1      0      9
sky130_fd_sc_hd__o211a_1              2      2
[worst max-delay path by stage]
stage,start,end,slack [ns],depth (start not counted)
final,countdown_a[0]$_DFFE_PP0P_,countdown_a[2]$_DFFE_PP0P_,0.29,5
after global routing,countdown_a[0]$_DFFE_PP0P_,countdown_a[2]$_DFFE_PP0P_,0.17,5
after CTS,countdown_a[0]$_DFFE_PP0P_,countdown_a[2]$_DFFE_PP0P_,0.29,5
Power is estimated from default activity; no workload was simulated.
